### run.sh
#!/bin/bash
# OpenROAD 26Q1-2900-gdf79404cd8, Yosys 0.63+post, stock flow scripts
make -C /OpenROAD-flow-scripts/flow DESIGN_CONFIG=/design/flow/config.mk WORK_HOME=/design/flow/orfs finish
### config.mk
export PLATFORM = sky130hd
export DESIGN_NAME = ifetch
export DESIGN_NICKNAME = ifetch
export VERILOG_FILES = /design/flow/design.v
export SDC_FILE = /design/flow/constraint.sdc
export NUM_CORES = 4
export LEC_CHECK = 1
export CORE_AREA = 10 10 110 110
export DIE_AREA = 0 0 120 120
export SYNTH_MEMORY_MAX_BITS = 65536
### constraint.sdc
current_design ifetch

set clk_period 6.4
set clk_io_pct 0.2

create_clock -name clk0 -period $clk_period [get_ports {clk}]

set non_clock_inputs [all_inputs -no_clocks]
set_input_delay [expr $clk_period * $clk_io_pct] -clock clk0 $non_clock_inputs
set_output_delay [expr $clk_period * $clk_io_pct] -clock clk0 [all_outputs]
### design.v
module ifetch #(
    parameter RESET_VECTOR = 32'hFFFFFFFC
) (
    input wire clk,
    input wire rst_n,
    input wire e_valid,
    input wire [31:0] e_pc_next,
    input wire jump_select,
    input wire e_clk_en,
    output reg i_clk_en,
    output reg i_valid,
    output reg [31:0] f_instr_next,
    output reg [31:0] f_pc_next
);  
    reg [31:0] i_pc;
    reg [31:0] i_pc_next;
    reg cs;
    wire flush;
    wire [31:0] i_instr;
    sram_4kb instr_mem (
        .a(i_pc_next[11:2]),
        .wd(32'bx),
        .wen(4'b0000),
        .cs(cs),
        .clk(clk),
        .rd(i_instr)
    );
    always @ (posedge clk, negedge rst_n) begin
        if (!rst_n) begin
            i_pc <= RESET_VECTOR;
            i_valid <= 1'b0;
        end else if (i_clk_en) begin
            i_pc <= i_pc_next;
            i_valid <= 1'b1;
        end
    end
    assign flush = jump_select;
    always @* begin
        cs = rst_n && (flush || (e_valid && (e_clk_en || !i_valid)));
        i_clk_en = flush || (e_valid && (e_clk_en || !i_valid)); 
        i_pc_next = jump_select ? e_pc_next : i_pc + 4;
        f_instr_next = i_instr;
        f_pc_next = i_pc;
    end     
endmodule
module sram_4kb (
    input wire [9:0] a,
    input wire [31:0] wd,
    input wire [3:0] wen,
    input wire clk,
    input wire cs,
    output reg [31:0] rd
);
    reg [31:0] mem_array [0:1023];
    always @ (posedge clk) begin
        if (cs)
            if (wen[3:0] == 4'b0000) begin
                rd <= mem_array[a];
            end else begin
                mem_array[a][7 :0 ] <= wen[0] ? wd[7: 0 ] : mem_array[a][7 :0 ];
                mem_array[a][15:8 ] <= wen[1] ? wd[15:8 ] : mem_array[a][15:8 ];
                mem_array[a][23:16] <= wen[2] ? wd[23:16] : mem_array[a][23:16];
                mem_array[a][31:24] <= wen[3] ? wd[31:24] : mem_array[a][31:24];
            end
    end
endmodule
==> metrics.yaml <==
vias_per_cell: 4.64
antenna_found_initial: 0
skew_ns: 0.00448
grt_setup_unrepaired: "no"
fp.dieArea_mm2: 0.0144
antenna_left: 0
ys_warn_count: 2
drv_slew: 0
synthCells: 266
synth.avg_cell_area_um2: 8.80
die_w_um: 120
drt-wirelength-per-cell_um: 15.3
finalHoldViolCount: 0
top_cell_area_share_pct: 33.7
setup-tns-final_ns: 0
required_ns: 5.12
criticalPathCategory: "input pin to primary output"
clock_latency_ns: 0.28
finalCritPeriodShare_pct: 65.9
vias: 2145
coreArea_mm2: 0.00977
synth_seq_share_pct: 36.9
slew_headroom_pct: 50.5
place_congestion: 0.843
drive_above_1_share_pct: 17.3
synthToLayoutAreaGrowth_pct: 32.8
insertedDiodeCount: 0
port_buffers: 70
seq_area_um2: 863
cp-end-kind: "primary output"
hpwl_um: 5300
yosysTopAreaCell: "dfstp_2"
grt_pass1_vias: 2117
ys_cells: 266
ios: 103
fp_util_pct: 24.0
cts_max_path_buffers: 2
syn_area_mm2: 0.00234
outcome: "finished clean"
nFillCells: 1026
tritoncts: "done"
overflow: 0
htree_levels: 2
cts_made_buffers: 5
maxCapViolations: 0
drt-pass1-iter-count: 6
clk_pin_slew_ns: 0.07
synthFlopType: "dfstp_2"
grt_pass1_wl_um: 11200
tightest_slew_ns: 0.742
cts_hold_buf: 0
edf_count: 0
setup_viol: 0
power.leakage_nw: 1.11
warnings: 25
crit_arrival_ns: 2.94
drcViolationCount: 0
fin_crit_ns: 4.22
fp-row-count: 36
ys_async_sr_fraction_pct: 100
grt_max_degree: 56
irDropWorstVdd_uv: 80.9
cts_root_buffer: "clkbuf_8"
ys_types: 45
p_per_area_mw_per_mm2: 182
cts.sinks: 33
hold-worst-slack_ns: 0.519
min_path_type: "flip-flop to flip-flop"
crit_path_max_fanout: 55
drtIter0Drc: 136
comb_area_mm2: 0.00125
ys.flops: 33
synth_chip_area_mm2: 0.00234
die.size.y_um: 120
drt-total-wl_um: 7080
top_cells_by_area: "dfstp_2, buf_4, o311ai_1"
post_cts_resized: 0
post-cts-setup-buffer-count: 0
grt_use_total_pct: 9.45
start_kind: "input pin"
fmax_mhz: 237
[stage by stage]
step	util [%]	cell area [um^2]	power, W	instances	setup WS [ns]
4_1_cts	31.8	3110	0.000577	462	2.15
3_5_place_dp	30.8	3010	0.000397	454	2.16
2_1_floorplan	-	2460	0.000324	297	3.26
5_1_grt	31.8	3110	0.000601	462	2.00
3_3_place_gp	30.8	3010	0.000396	454	2.17
6_report	31.8	3110	0.000565	462	2.18
[flip-flops by register name, summed over array words and instances (netlist names)]
name	count
i_valid	1
i_pc	32
[layout by cell type (no fill, tap or decap), drive strengths merged, types with 3 or more instances in the layout]
cell type / n
nor4: 4
xnor2: 6
nor3: 5
nor2b: 4
dfstp: 30
buf: 4
or2: 7
or4: 4
conb: 32
and3: 3
clkdlybuf4s50: 69
nor2: 13
o311ai: 18
dfrtp: 3
a31oi: 6
o21ai: 10
clkbuf: 7
or3: 5
and4: 3
nand3: 18
nand4: 13
o31ai: 6
nand2: 36
[critical path, cell delays in order]
cell and delay, ns:
buf_2 0.08, buf_4 0.42, inv_1 0.49, nand2_1 0.15, clkdlybuf4s50_1 0.50
[final timing paths]
check                                 to  slack [ns]        start  cells past startpoint
worst max-delay path            i_clk_en        2.18  jump_select                      5
worst min-delay path            i_pc[14]        0.52     i_pc[14]                      2
worst max register to register  i_pc[24]        4.24      i_pc[2]                      5
worst min register to register  i_pc[14]        0.52     i_pc[14]                      2
max in group asynchronous        i_pc[4]        4.65        rst_n                      2
min in group asynchronous        i_pc[1]        1.42        rst_n                      2
[where the power goes]
part           switching (W)  internal, W
combinational      0.0000442    0.0000769
clock              0.0000771    0.0000972
sequential         0.0000269     0.000243
total               0.000148     0.000417
[routing by layer]
metal / up-vias / GRT usage, % / part of all wire [%]
li1: 1045 / - / -
met1: 1010 / 13.6 / 47
met2: 86 / 14.3 / 45
met3: 4 / 3.00 / 7.5
met4: 0 / 0.603 / 0.48
met5: - / 0 / 0
[synthesized netlist by cell type (2+ instances only)]
cell	n
nand2_1	36
buf_4	32
dfstp_2	30
nand3_1	18
o311ai_1	16
nand4_1	13
nor2_1	13
clkbuf_1	12
o21ai_0	10
or2_2	7
a31oi_1	6
o31ai_1	6
xnor2_1	6
buf_6	4
nor3_1	4
nor4_1	4
or4_1	4
and3_1	3
and4_1	3
dfrtp_1	3
nor2b_1	3
a22oi_1	2
inv_1	2
mux2_2	2
nor4b_1	2
o311ai_0	2
o31a_1	2
or3_1	2
or3_4	2
xor2_1	2
[layout make-up]
| class | count | area share [%] |
|---|---|---|
| inverter | 2 | 0.242 |
| multi-input combinational | 213 | 40.3 |
| tap | 133 | 5.35 |
| clock buffer | 7 | 3.10 |
| timing repair buffer | 73 | 23.1 |
| sequential | 33 | 27.8 |
| clock inverter | 1 | 0.161 |
[logic make-up after synthesis]
group                    Yosys count  synth area share (%)
AND-OR/OR-AND                     46                  14.9
other                              1                 0.160
flip-flops                        33                  36.9
buffers and inverters             51                  14.6
XOR/XNOR                           8                  2.99
adder cells (fa/ha/maj)            1                 0.534
multiplexers                       3                  1.39
AND/OR/NAND/NOR                  123                  28.5
Power and IR drop assume default switching activity.
